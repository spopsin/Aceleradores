`flow/design.v`:
```
module ha(a, b, s, cout);
    input a, b; 
    output s, cout;
    assign s = a ^ b;        
    assign cout = a & b;     
endmodule
module fa(a, b, cin, s, cout);
    input a, b, cin; 
    output s, cout;
    wire c1, c2;
    assign s = a ^ b ^ cin;
    assign c1 = a & b;
    assign c2 = (a ^ b) & cin;
    assign cout = c1 | c2;
endmodule
module rca_Nbits (A, B, S, Cout);
    parameter N = 16;
    input signed [N-1:0] A, B;
    output signed [N-1:0] S;
    output Cout;
  assign S = A + B;
endmodule
module m_mult (W, X, Out);
    parameter N = 18;
    input signed [N-1:0] W, X;
    output signed [(2*N)-1:0] Out;
  assign Out = W * X;
endmodule
module mac_Nbits (W, X, rst, clk, en, Out);
    parameter N = 18;
    input signed [N-1:0] W, X;
    input rst, clk, en;
    output signed [(2*N)-1:0] Out;
    wire [(2*N)-1:0] out_mult, out_add;
    reg [(2*N)-1:0] AC;
    m_mult #(N) m_mult_inst (
        .W(W),
        .X(X),
        .Out(out_mult)
    );
    rca_Nbits #(2*N) rca_inst (
        .A(out_mult),
        .B(AC),
        .S(out_add[(2*N)-1:0]),
        .Cout()
    );
  always @(posedge clk or negedge rst) begin
    if (!rst) begin
            AC <= 0;
    end else if (en) begin
            AC <= out_add;
        end
    end
    assign Out = AC;
endmodule
```
`flow/run.sh`:
```
#!/bin/bash
# OpenROAD 26Q1-2900-gdf79404cd8, Yosys 0.63+post, stock flow scripts
make -C /OpenROAD-flow-scripts/flow DESIGN_CONFIG=/design/flow/config.mk WORK_HOME=/design/flow/orfs finish
```
`flow/config.mk`:
```
export PLATFORM = sky130hd
export DESIGN_NAME = mac_Nbits
export DESIGN_NICKNAME = mac_Nbits
export VERILOG_FILES = /design/flow/design.v
export SDC_FILE = /design/flow/constraint.sdc
export NUM_CORES = 4
export LEC_CHECK = 1
export CORE_UTILIZATION = 50
```
`flow/constraint.sdc`:
```
current_design mac_Nbits

set clk_period 15.0
set clk_io_pct 0.2

create_clock -name clk0 -period $clk_period [get_ports {clk}]

set non_clock_inputs [all_inputs -no_clocks]
set_input_delay [expr $clk_period * $clk_io_pct] -clock clk0 $non_clock_inputs
set_output_delay [expr $clk_period * $clk_io_pct] -clock clk0 [all_outputs]
```
==> out/qor.csv <==
stage;metric;value;unit
yosys;synth-edff-count;0;
critical_path;start_kind;input port;
floorplan;die_h;175;um
finish;fill_cells;2642;
sta;clock_skew;0.00926;ns
clock_tree;ctsResizeCount;0;
floorplan;dieArea;0.0305;mm2
clock_tree;cts.reportedPaths.clkPinSlew;0.06;ns
finish;top_regs;AC: 36 flops;
drt;wl_met2;18600;um
critical_path;crit_required;15.14;ns
yosys;syn_inst;1589;
placement;hpwl;28800;um
placement;dpl.cell_count;1995;
finish;regMostFlops;AC;
sta;max_slew_margin;0.435;
sta;hold_viol;0;
sta;period_needed;10.18;ns
drt;routed_wl;33800;um
drt;drt-met1-wl;13300;um
finish;drive_above_1_share;0.0266;
yosys;numSynthFlops;36;
finish;logic_area;0.0122;mm2
critical_path;path_class;input port to flop;
floorplan;ios;75;
yosys;syn_avg_cell_area;9.39;um2
clock_tree;h-tree-depth;2;
drt;wl_met3;1360;um
critical_path;crit_buf_inv;6;
sta;report.final.setup_viol;0;
critical_path;path_cells;clkdlybuf4s50_1, nand2_1, fa_1, inv_1, fa_1, inv_1, fa_1, inv_1, fa_1, fa_1, inv_1, fa_1, inv_1, ha_1, ha_1, nand4_1, nor4_1, and4_1, a32o_1, nor2_1, xor2_1, mux2i_1;
yosys;mappedNetlistArea;0.0149;mm2
floorplan;rows;62;
sta;post-route-period-util;0.679;
grt;grt.total_usage;0.258;
drt;via_count;10292;
critical_path;ff2ff_setup_slack;9.76;ns
clock_tree;clock_latency;0.29;ns
floorplan;fp-utilization;0.514;
grt;overflow;0;
yosys;ys_seq_frac;0.0604;
drt;num_antenna_cells;0;
outcome;status;completed;
critical_path;crit_path_end_kind;flop;
finish;post-route-util;0.555;
worst_hold_path;holdCritPathClass;flop to flop;
placement;portBuffers;74;
finish;layout.cells.non_filler;2003;
clock_tree;cts_hold_buf;0;
critical_path;max_stage_delay;0.88;ns
sta;tightest_slew;0.845;ns
finish;flop_area;901;um2
yosys;synth_stat.cells;1589;
drt;route.antenna.remaining_nets;0;
grt;grt_pass1_vias;10847;
critical_path;cpMostUsedCell;fa_1;
finish;largest_reg_flops;36;
yosys;yosys-stat-area;0.0149;mm2
floorplan;die_w;175;um
grt;antenna_found_initial;0;
clock_tree;cts_setup_buffers;0;
sta;drv_slew;0;
grt;grt_start_max_net_pins;62;
yosys;synthArstFlopShare;1.00;
yosys;flop_cell;dfrtp_1;
flow_run;warnings;26;
yosys;yosys.cell_types.count;60;
clock_tree;cts.sinks;36;
grt;grt_pass1_wl;56700;um
critical_path;slowest_stage;clkdlybuf4s50_1;
clock_tree;root_buffer;clkbuf_16;
flow_run;drv_cap;0;
drt;drc_errors;0;
placement;gp_congestion;0.880;
yosys;yosysWarnings;1;
clock_tree;cts_tree;yes;
floorplan;core_region_area;0.0290;mm2
clock_tree;cts_buffers;5;
sta;maxClockFrequency;98.2;MHz
finish;area_growth_syn_to_layout;7.95;%
sta;grt_setup_unrepaired;false;
drt;drt-initial-drc-count;389;
clock_tree;cts_buffer_depth;2;
drt;wl_per_cell;16.9;um
sta;setup_tns;0;ns
critical_path;cp_top_family;adder cells;
critical_path;cp_data_arrival_time;10.32;ns
drt;viasPerCell;5.14;
drt;first_pass_iters;4;
critical_path;crit_fanout;18;
drt;topRoutingLayerUsed;met4;
-- placed cells by master, fill, tap and decap left out, types with 3 or more instances in the layout --
cell type and instances:
nand2_1 160, a31o_2 4, dfrtp_1 36, nor3_1 5
fa_1 362, ha_1 112, clkbuf_16 5, a21oi_2 3
nand3_1 11, clkdlybuf4s50_1 72, nor2_1 33, inv_1 406
nand4_1 9, a21oi_1 32, nand2b_1 6, a221o_1 4
mux2_2 5, o21a_1 9, and3_1 3, xnor2_1 25
buf_4 15, o21ai_1 4, nor4_1 5, a211o_1 3
o21bai_1 4, a21o_1 16, xor2_1 11, mux2i_1 13
a31oi_1 4, and2_1 177, o21ai_0 26
-- synthesized netlist by cell type, types with 2 or more instances --
| cell type | instances | area share |
|---|---|---|
| and2_1 | 177 | 0.074 |
| clkbuf_1 | 57 | 0.014 |
| buf_6 | 4 | 0.0030 |
| nor2b_1 | 2 | 0.00084 |
| buf_2 | 2 | 0.00067 |
| o21ai_0 | 26 | 0.0087 |
| ha_1 | 112 | 0.094 |
| buf_1 | 4 | 0.0010 |
| o2111a_1 | 2 | 0.0015 |
| a31oi_1 | 4 | 0.0017 |
| nand4_1 | 9 | 0.0038 |
| a21oi_1 | 32 | 0.011 |
| nor3_1 | 5 | 0.0017 |
| and4_1 | 2 | 0.0012 |
| o211ai_1 | 2 | 0.0010 |
| xor2_1 | 11 | 0.0065 |
| fa_1 | 362 | 0.49 |
| o21a_1 | 9 | 0.0045 |
| nor2_1 | 33 | 0.0083 |
| nor4_1 | 5 | 0.0021 |
| a21o_1 | 16 | 0.0080 |
| a31o_2 | 4 | 0.0023 |
| a211o_1 | 3 | 0.0018 |
| mux2i_1 | 13 | 0.0087 |
| o21bai_1 | 4 | 0.0020 |
| a2111o_1 | 2 | 0.0015 |
| nand3_1 | 11 | 0.0037 |
| nand2b_1 | 6 | 0.0025 |
| nand2_1 | 160 | 0.040 |
| a21oi_2 | 3 | 0.0018 |
| a221o_1 | 4 | 0.0027 |
| o21ai_1 | 4 | 0.0013 |
| o31ai_1 | 2 | 0.0010 |
| and3_1 | 3 | 0.0013 |
| xnor2_1 | 25 | 0.015 |
| inv_1 | 406 | 0.10 |
| dfrtp_1 | 36 | 0.060 |
| mux2_2 | 5 | 0.0038 |
-- area by class of cell --
| type | instances | share of cell area |
|---|---|---|
| sequential | 36 | 0.0559 |
| inverter | 406 | 0.0946 |
| tap | 384 | 0.0298 |
| timing repair buffer | 89 | 0.0523 |
| clock buffer | 8 | 0.00909 |
| multi-input combinational | 1080 | 0.758 |
-- path summary, 6_finish.rpt --
kind | startpoint | endpoint | depth (start not counted)
max reg2reg | AC[16] | AC[32] | 15
max in group asynchronous | rst | AC[20] | 2
min | AC[0] | AC[0] | 1
max | W[17] | AC[33] | 22
min reg2reg | AC[0] | AC[0] | 1
min in group asynchronous | rst | AC[30] | 2
-- routing by layer --
layer / up-vias / global-route usage
met3: 29 / 0.0426
li1: 4744 / -
met4: 0 / 0.0337
met2: 206 / 0.442
met1: 5313 / 0.381
met5: - / 0
-- through the flow --
step,setup WS (ns),hold slack [ns],cell area [um2]
final,4.82,0.549,16100
after global routing,4.31,0.584,16100
after CTS,4.89,0.551,16100
after detailed placement,4.60,0.539,16000
after global placement,4.64,0.530,16000
after floorplan,5.75,0.467,14900
-- logic make-up after synthesis --
logic type	after synthesis	share of synthesized area
DFF	36	0.0604
AOI/OAI and AO/OA	132	0.0618
muxes	18	0.0125
xor gates and xnor gates	36	0.0211
and+or+nand+nor	420	0.144
adders and majority gates	474	0.580
buffers and inverters	473	0.121
